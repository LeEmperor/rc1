<file path="run.sh">
#!/bin/bash
# OpenROAD 26Q1-2900-gdf79404cd8, Yosys 0.63+post, stock flow scripts
make -C /OpenROAD-flow-scripts/flow DESIGN_CONFIG=/design/flow/config.mk WORK_HOME=/design/flow/orfs finish
</file>
<file path="config.mk">
export PLATFORM = sky130hd
export DESIGN_NAME = reg_lmao
export DESIGN_NICKNAME = reg_lmao
export VERILOG_FILES = /design/flow/design.v
export SDC_FILE = /design/flow/constraint.sdc
export NUM_CORES = 4
export LEC_CHECK = 1
export CORE_AREA = 10 10 98 98
export DIE_AREA = 0 0 108 108
</file>
<file path="constraint.sdc">
current_design reg_lmao

set clk_period 1.5
set clk_io_pct 0.2

create_clock -name clk0 -period $clk_period [get_ports {clk}]

set non_clock_inputs [all_inputs -no_clocks]
set_input_delay [expr $clk_period * $clk_io_pct] -clock clk0 $non_clock_inputs
set_output_delay [expr $clk_period * $clk_io_pct] -clock clk0 [all_outputs]
</file>
<file path="design.v">
module reg_lmao #(
  parameter int width = 32
) (
  input logic clk, rst, en,
  input logic [width - 1 : 0] d,
  output logic [width - 1 : 0] q
);
always_ff @(posedge clk, posedge rst)
begin
  if (rst) begin
    q <= 0;
  end else if (en) begin
    q <= d;
  end
end
endmodule
</file>
==> out/qor.yml <==
placement:
  portBuffers: 66
  dpl.cell_count: 235
  dpl.hpwl_um: 2480
  dp_worst_setup_slack_ns: 0.344
  gp_congestion: 0.720
clocking:
  cts.sinks: 32
  clockBufferDepth: 2
  cts_hold_buf: 0
  clk_pin_slew_ns: 0.07
  clk_latency_ns: 0.27
  ctsResizeCount: 0
  clockRootBuffer: "clkbuf_8"
  numCtsBuffers: 5
  post_cts_buffers: 0
  htreeDepth: 2
  cts_tree: "yes"
critical_path:
  crit_arrival_ns: 1.11
  r2r_setup_slack_ns: 0.74
  crit_buf_inv: 1
  path_delay_family: "buffers and inverters"
  path_cells: "clkdlybuf4s50_1"
  startpoint_type: "flop"
  slowest_stage: "clkdlybuf4s50_1"
  required_ns: 1.20
  worst_setup_path_end_kind: "primary output"
  cp_slowest_stage_delay_ns: 0.48
  path_class: "reg2out"
  path_max_fanout: 2
power:
  irDropWorstVdd_mv: 0.313
  total_power_uw: 2050
  cellLeakagePower_uw: 0.000951
  p_comb_share_pct: 21.3
  power.switching_uw: 439
  netSwitchingFraction_pct: 21.4
  p_clk_share_pct: 30.1
  powerDensity_nw_per_um2: 942
  p_int_uw: 1610
  seq_power_share_pct: 48.6
finish:
  largest_register_ffs: 32
  regMostFlops: "q"
  areaGrowthSynthToFinish_pct: 61.5
  top_regs: "q: 32 flops"
  drive_above_1_share_pct: 29.3
  finalNonFillerCells: 242
die:
  core_area_um2: 7650
  rows: 32
  io_pins: 67
  fp.dieW_um: 108
  die_h_um: 108
  dieArea_um2: 11700
  initCoreUtil_pct: 17.6
yosys:
  postSynthCellCount: 69
  synth_top_area_share_pct: 59.4
  synth_cell_types: 6
  yosys_warnings: 1
  avgSynthCellArea_um2: 19.5
  numSynthFlops: 32
  area_leaders: "dfrtp_1 59%, mux2_4 33%, buf_12 4.5%"
  yosysTopAreaCell: "dfrtp_1"
  synth_seq_share_pct: 59.4
  ys_cells: 69
  synth_area_um2: 1350
  yosys-stat-area_um2: 1350
grt:
  antenna_found_initial: 0
  grt_max_degree: 33
  grt_usage_pct: 5.54
  grt_overflow_total: 0
  grt_pass1_wl_um: 5030
  grt_pass1_vias: 886
drt:
  dr.first_iter.drc_count: 11
  drc_errors: 0
  viasPerCell: 3.37
  wl_per_cell_um: 13.7
  wl_um: 3320
  vias: 816
  num_antenna_cells: 0
  drtPass1Iterations: 2
  antenna_left: 0
timing:
  finalHoldViolCount: 0
  post-route-worst-setup-slack_ns: 0.0897
  setup_viol: 0
  max_freq_mhz: 709
  rsz0062_at_grt: "no"
  setup_tns_ns: 0
  slew_viol_final: 0
  hold_slack_ns: 0.375
  fin_crit_sh_pct: 94.0
  period_minus_slack_ns: 1.41
  finClkSkew_ns: 0
  relSlewSlack_pct: 82.7
  worst_slew_pin_slew_ns: 0.259
worst_hold_path:
  hp-class: "in2async"
job:
  tool_warnings: 25
  maxCapViolCount: 0
run_status:
  outcome: "completed"
final timing paths:
check | cells after the start | startpoint | to
max in group asynchronous | 3 | rst | q[21]$_DFFE_PP0P_
min in group clk0 | 1 | q[11]$_DFFE_PP0P_ | q[11]$_DFFE_PP0P_
hold reg to reg | 1 | q[11]$_DFFE_PP0P_ | q[11]$_DFFE_PP0P_
hold / removal | 3 | rst | q[25]$_DFFE_PP0P_
setup / recovery | 1 | q[25]$_DFFE_PP0P_ | q[25]
setup reg to reg | 1 | q[25]$_DFFE_PP0P_ | q[25]$_DFFE_PP0P_
synth_stat cells:
library cell	count
inv_1	1
dfrtp_1	32
mux2_4	30
buf_12	3
mux2_2	2
buf_6	1
power groups by stage:
stage	clock network, uW	registers [uW]	logic, uW
global route	694	1010	470
CTS	665	998	450
finish	617	998	436
final cells by class:
type,instances,area (um^2)
clock buffers,6,72.6
inverters,1,3.75
repair buffers,68,696
fillers,754,5470
well taps,102,128
flip-flops and latches,32,801
clock inverters,1,5.00
multi-input cells,32,473
layout by cell type, fill, tap and decap left out:
master / netlist / routed
buf_12: 3 / 2
inv_1: 1 / 1
mux2_2: 2 / 2
buf_2: 0 / 1
clkdlybuf4s50_1: 0 / 65
clkinv_2: 0 / 1
clkbuf_8: 0 / 5
clkbuf_1: 0 / 1
dfrtp_1: 32 / 32
mux2_4: 30 / 30
per-layer routing:
metal / GRT usage [%] / routed length, um / up-vias
li1: - / - / 378
met3: 3.13 / 433 / 3
met4: 0.573 / 19 / 0
met1: 7.78 / 1560 / 384
met2: 7.59 / 1310 / 51
met5: 0 / 0 / -
kinds of logic (layout without fill, tap and decap cells):
kind of cell	count (synthesis)	count (layout)	share of synthesized area, %
buffers and inverters	5	76	5.57
flip-flops	32	32	59.4
multiplexers	32	32	35.1
stage by stage:
stage | util, % | cell area [um^2]
final | 28.5 | 2180
after global routing | 28.5 | 2180
after CTS | 28.5 | 2180
after detailed placement | 27.5 | 2100
after global placement | 27.5 | 2100
after floorplan | - | 1350
Power figures rest on the tool's default switching activity, not on a simulated workload.
