$ cat design/flow/run.sh
#!/bin/bash
# OpenROAD 26Q1-2900-gdf79404cd8, Yosys 0.63+post, stock flow scripts
make -C /OpenROAD-flow-scripts/flow DESIGN_CONFIG=/design/flow/config.mk WORK_HOME=/design/flow/orfs finish
$ cat design/flow/config.mk
export PLATFORM = sky130hd
export DESIGN_NAME = address_generator
export DESIGN_NICKNAME = address_generator
export VERILOG_FILES = /design/flow/design.v
export SDC_FILE = /design/flow/constraint.sdc
export NUM_CORES = 4
export LEC_CHECK = 1
export CORE_AREA = 10 10 70 70
export DIE_AREA = 0 0 80 80
$ cat design/flow/constraint.sdc
current_design address_generator

set clk_period 2.2
set clk_io_pct 0.2

create_clock -name clk0 -period $clk_period [get_ports {clk}]

set non_clock_inputs [all_inputs -no_clocks]
set_input_delay [expr $clk_period * $clk_io_pct] -clock clk0 $non_clock_inputs
set_output_delay [expr $clk_period * $clk_io_pct] -clock clk0 [all_outputs]
$ cat design/flow/design.v
module address_generator (
  input logic clk,
  input logic rst,
  input logic en,
  output logic [9:0] addr
);
logic [9:0] addr_counter;
logic [9:0] addr_counter_next;
assign addr = addr_counter;
always_ff @(posedge clk)
begin
  if (rst) begin
    addr_counter <= 0;
  end else begin
    addr_counter <= addr_counter_next;
  end
end
always_comb
begin
  if (en) begin
    addr_counter_next = addr_counter + 1;
  end else begin
    addr_counter_next = addr_counter;
  end
end
endmodule
==> summary.txt <==
Notes from the flow run.

Clocking:
- The run gives the maximum number of buffers from clock root to sink as 2.
- The run puts the clock-pin slew on the worst setup and hold paths at 0.07 ns.
- CTS added clock buffers totalling 3.
- The cell sitting at the root of the clock tree is a sky130_fd_sc_hd__clkbuf_4.
- The run gives the number of instances resized during post-cts repair as 0.
- The run gives the hold buffer count at CTS as 0.
- The run gives the clock net sink count as 10.
- The run gives the post-CTS setup-driven buffer insertion count as 0.
- The run puts the H-tree depth at 1.
- TritonCTS built the clock tree.
- The clock reaches the later pin of the worst-skew pair after 0.26 ns.

Worst setup path:
- The worst register-to-register path ends at addr_counter[6].
- Walking the worst path, the cells encountered are clkdlybuf4s50_1, nand3_2, nor4_1, mux2_2.
- The timing report attributes the biggest portion of critical-path delay to buffers and inverters.
- Tracing the worst setup path back leads to its startpoint at en.
- The run gives the internal reg-to-reg setup slack as 0.74 ns.
- The run gives the arrival time at the worst endpoint as 1.88 ns.
- Per the timing report, the most critical flop-to-flop path originates at addr_counter[0].
- The run gives the length in cells of the worst reg-to-reg path as 4.
- The worst setup path is captured at a flop.
- The run gives the data required time of the worst path as 2.36 ns.
- In this design, the stage delay of the slowest critical-path cell is 0.61 ns.
- Looking at the critical path, the highest net fanout was 6.
- The run puts the total buffers and inverters traversed by the critical path at 1.
- The run gives the critical path start-end classification as input pin to flop.
- Per the STA report, the cell with the highest stage delay on the worst path is sky130_fd_sc_hd__clkdlybuf4s50_1.
- The run gives the element type at the critical path start as an input pin.

Detailed routing:
- In the log, the iteration count for the first detailed-route pass is 4.
- The run gives the number of remaining DRC errors as 0.
- The routed design has 1010 um of wire.
- The first routing iteration left 16 violations.
- The routed design shows a wire length per standard cell of 9.26 um.
- The routed design shows a via density per instance of 3.74.
- The run gives the post-detailed-route count of antenna-violating nets as 0.
- The run gives the total vias in the final route as 408.
- In the routed netlist, the antenna diode instances number 0.

Final timing:
- The run gives the headroom to the max-slew limit as 74.8%.
- In this build the clock could be raised as far as 579 MHz.
- The clock period could shrink to 1.73 ns.
- The run gives the aggregate negative setup slack as 0 ns.
- The run gives the final worst hold slack as 0.501 ns.
- The run puts the final number of setup-violating endpoints at 0.
- The run gives the worst setup skew after layout as 0.00635 ns.
- The run gives the number of hold violations in the final report as 0.
- The final max-slew violation count recorded for this run is 0.
- Looking at the max-slew report, the worst-margin pin has a slew of 0.378 ns.
- The run gives the portion of the clock cycle consumed by the worst path in the final layout as 78.5%.
- Setup repair after global routing left no endpoint under its margin.

Pwr:
- The run gives the leakage power as 0.000202 uW.
- The run puts the largest voltage drop on the vdd net at 232 uV.
- Total power normalized to cell area comes to 588 nW/um^2.

Placement:
- The run puts the number of port buffers at 12.
- The run puts the total half-perimeter wirelength after legalization and detailed placement at 797 um.
- The run puts the post-place instance area at 607 um^2.
- The number of placed instances, taps included, is 105.
- The run puts the routability-driven placement congestion ratio at 0.719.

Floorplanning:
- The run puts the area enclosed by the die boundary at 6400 um^2.
- 13 I/O pins were placed.
- The run puts the vertical die dimension at 80 um.
- The run puts the horizontal die size at 80 um.
- In this run the core area contains 21 standard-cell rows.
- The run gives the area of the core as 3420 um^2.
- The run gives the floorplan-stage core utilization as 12.9%.

Synthesis:
- After synthesis, the chip area reported by Yosys is 440 um^2.
- The run puts the post-synth tally of flip-flops with integrated enable at 0.
- The run gives the biggest area consumer among synthesized cells as sky130_fd_sc_hd__dfxtp_1.
- The run puts the unique cell type count in the Yosys netlist at 21.
- After synthesis, the mean cell area works out to 8.99 um^2.
- Among all flip-flop cells after synthesis, the most frequent one is sky130_fd_sc_hd__dfxtp_1.
- Once synthesis finished, the tally of register bits stood at 10.
- The run gives the top cell type by instance count after synthesis as sky130_fd_sc_hd__dfxtp_1.
- Yosys attributes the largest share of cell area to sky130_fd_sc_hd__dfxtp_1 45%, sky130_fd_sc_hd__nor2_1 5.1%, sky130_fd_sc_hd__a21oi_1 4.5%.
- The run puts the sequential cell area fraction in the yosys report at 45.5%.
- The area fraction of the largest cell type after synthesis is 45.5%.
- The run puts the number of cell instances after yosys synthesis at 49.
- The run gives the gate count of the mapped netlist as 49.
- The run puts the async set or reset register ratio after synthesis at 0%.
- The commonest cells after synthesis are 10 x sky130_fd_sc_hd__dfxtp_1, 6 x sky130_fd_sc_hd__nor2_1, 4 x sky130_fd_sc_hd__a21oi_1.
- The run puts the Yosys warning count at 1.
- The run puts the total standard cell area after synthesis at 440 um^2.

Finish:
- The run puts the final non-filler cell total at 109.
- The run gives the flip-flop count of the largest register after layout as 10.
- The run gives the combinational gate area as 221 um^2.
- The run puts the sequential cell area in the final layout at 200 um^2.
- The registers reported with the highest flop counts are addr_counter (10).
- In this run the layout overhead on the synthesized area is reported as 46.0%.
- The finished cells cover 643 um^2.
- Counting flops per register, the top entry is addr_counter.
- The run puts the fraction of layout instances using a drive strength above 1 at 9.52%.
- The run puts the final-layout fill cell count at 398.

Run:
- The run puts the number of max-cap violations at 0.
- The run gives the total number of warnings across the stage logs as 25.

Hold path:
- The run gives the hold-critical path endpoint as addr_counter[8].
- The run puts the instance count along the most critical hold path at 2.
- For the worst min-delay path, the startpoint reported by OpenROAD is addr_counter[8].
- The run gives the class of the worst hold path as flop to flop.

Global route:
- The initial antenna violation count was 0.
- The run gives the number of global-route vias before repair as 349.
- Entering global routing, the biggest net connects 12 pins.
- The run puts the aggregate global-route resource usage at 3.05%.
- The run puts the first-pass GRT wire length at 1590 um.
- The run gives the global-route congestion overflow total as 0.

Outcome:
- The flow ran to the end, and the final reports show no timing, DRC or antenna violations.
[worst max path at each step]
stage | endpoint | slack, ns | cells past startpoint
after global routing | addr_counter[9] | 0.44 | 4
after CTS | addr_counter[9] | 0.48 | 4
final | addr_counter[9] | 0.47 | 4
[report_power, final]
group          leakage (uW)  internal [uW]  switching (uW)  total (uW)
combinational     0.0000999           14.8            9.59        24.4
clock             0.0000210            100            63.0         163
sequential        0.0000809            185            5.38         190
[area by class of cell]
type	instances	area share, %
multi-input combinational	35	34.4
clock buffer	4	5.64
timing repair buffer	12	18.7
sequential	10	31.1
inverter	2	1.17
tap	46	8.95
[cell families (layout without fill, tap and decap cells)]
kind of cell    after synthesis  count (layout)  share of synthesized area (%)
simple gates                 20              20                           24.4
flops                        10              10                           45.5
compound gates                8               8                           10.2
xor+xnor                      4               4                           7.96
buf+inv                       4              18                           4.26
mux                           2               2                           4.83
fa+ha+maj                     1               1                           2.84
[routing by layer]
metal  part of all wire, %  GRT usage [%]  routed length (um)
met2                    36           4.17                 362
met4                   3.2          0.704                  32
met1                    50           3.93                 502
met3                    11           1.93                 111
met5                     0              0                   0
[worst min-delay path: stages, from the launching register on]
cell	delay [ns]
sky130_fd_sc_hd__dfxtp_1	0.33
sky130_fd_sc_hd__o21ai_0	0.07
sky130_fd_sc_hd__a21oi_1	0.06
[cell usage in the layout (no fill, tap or decap)]
master / count
sky130_fd_sc_hd__a21oi_1: 4
sky130_fd_sc_hd__nor4_1: 1
sky130_fd_sc_hd__or4_1: 2
sky130_fd_sc_hd__clkbuf_8: 1
sky130_fd_sc_hd__ha_1: 1
sky130_fd_sc_hd__nand3_1: 1
sky130_fd_sc_hd__nand3_2: 1
sky130_fd_sc_hd__nor2b_1: 1
sky130_fd_sc_hd__o21ai_0: 2
sky130_fd_sc_hd__xnor2_1: 2
sky130_fd_sc_hd__o31ai_1: 2
sky130_fd_sc_hd__nand4_1: 3
sky130_fd_sc_hd__or3_1: 2
sky130_fd_sc_hd__xor2_1: 2
sky130_fd_sc_hd__clkbuf_4: 3
sky130_fd_sc_hd__inv_1: 2
sky130_fd_sc_hd__dfxtp_1: 10
sky130_fd_sc_hd__mux2i_1: 1
sky130_fd_sc_hd__mux2_2: 1
sky130_fd_sc_hd__nor2_1: 6
sky130_fd_sc_hd__clkdlybuf4s50_1: 12
sky130_fd_sc_hd__nand2_1: 3
[stage by stage]
step	util (%)	setup WS (ns)	total power, uW
after floorplan	-	0.807	206
after global placement	17.8	0.234	218
after detailed placement	17.8	0.199	219
after CTS	18.8	0.477	383
after global routing	18.8	0.439	398
final	18.8	0.473	378
Power and IR drop assume default switching activity.
